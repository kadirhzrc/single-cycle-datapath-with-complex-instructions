[design/flow/design.v]
module alucont(aluop1,aluop0,f3,f2,f1,f0,gout,link_r,jalr,reg_31_r,jmor_mem,jump_mem); 
input aluop1,aluop0,f3,f2,f1,f0;
output [2:0] gout;
output link_r,jalr,reg_31_r,jmor_mem,jump_mem;
reg [2:0] gout;
always @(aluop1 or aluop0 or f3 or f2 or f1 or f0)
begin
if(~(aluop1|aluop0))  gout=3'b010;  
if(~(aluop1)&aluop0)gout=3'b110;    
if(aluop0&aluop1)gout=3'b000;	    
if((aluop1)&(~aluop0))		    
begin
	if (~(f3|f2|f1|f0))gout=3'b010; 	 
	if (f1&f3&~(f2)&~(f0))gout=3'b111;	 
	if (f1&~(f3)&~(f2)&~(f0))gout=3'b110;	 
	if (f2&f0&~(f3)&~(f1))gout=3'b001;	 
	if (f2&~(f0)&~(f3)&~(f1))gout=3'b000;	 
	if (f3&~(f2)&~(f1)&(f0))gout=3'b011;	 
	if (~(f3)&(f2)&(f1)&~(f0))gout=3'b100;	 
end
end
assign link_r = ((aluop1)&(~aluop0)) & ( (f2&f0&~(f3)&~(f1)) | (f3&~(f2)&~(f1)&(f0)) );
assign reg_31_r = ((aluop1)&(~aluop0)) &  (f2&f0&~(f3)&~(f1));
assign jump_mem = ((aluop1)&(~aluop0)) & ( (f2&f0&~(f3)&~(f1)) | (f3&~(f2)&~(f1)&(f0)) );
assign jmor_mem = ((aluop1)&(~aluop0)) &  (f2&f0&~(f3)&~(f1));
assign jalr = 0;
endmodule
[design/flow/run.sh]
#!/bin/bash
# OpenROAD 26Q1-2900-gdf79404cd8, Yosys 0.63+post, stock flow scripts
make -C /OpenROAD-flow-scripts/flow DESIGN_CONFIG=/design/flow/config.mk WORK_HOME=/design/flow/orfs finish
[design/flow/config.mk]
export PLATFORM = sky130hd
export DESIGN_NAME = alucont
export DESIGN_NICKNAME = alucont
export VERILOG_FILES = /design/flow/design.v
export SDC_FILE = /design/flow/constraint.sdc
export NUM_CORES = 4
export LEC_CHECK = 1
export CORE_AREA = 10 10 70 70
export DIE_AREA = 0 0 80 80
[design/flow/constraint.sdc]
current_design alucont

set clk_period 1.2
set clk_io_pct 0.2

create_clock -name clk0 -period $clk_period

set non_clock_inputs [all_inputs -no_clocks]
set_input_delay [expr $clk_period * $clk_io_pct] -clock clk0 $non_clock_inputs
set_output_delay [expr $clk_period * $clk_io_pct] -clock clk0 [all_outputs]
==> flow_results.org <==
* Flow results

** Run status
- Outcome :: finished clean

** Job
- In this run the maximum-capacitance check reported violations numbering 0.
- Warnings raised by the tools during the run amount to 32.

** Timing
- Hold violation total from the final report :: 0
- Count of pins over their slew limit :: 0
- Highest clock frequency the design can meet :: 875 MHz
- The final timing summary puts the cycle share of the worst path at 95.3%.
- RSZ-0062 raised after global routing :: no
- Setup TNS :: 0 ns
- The end-of-flow timing check tallies setup violations at 0.
- The timer found 3 register pins that no clock reaches; their paths are not timed.
- The final timing report derives a shortest allowable period of 1.14 ns.
- Endpoints left unconstrained :: 6

** Place
- The buffer_ports step reported a buffer count of 13.
- Placed wire-length estimate :: 684 um
- The final weighted congestion recorded by global placement is 0.785.

** Routing
- For this run, the detailed router reports a per-instance via density of 2.97.
- Detailed-route iteration 0 reported a violation count of 28.
- Met3 wire len :: 121 um
- For this block, wires on met1 add up to 377 um.
- The first TritonRoute pass finished after 3 iterations.
- Total vias in the final route :: 303
- Per the detail_route log, the uppermost layer with routed signals is met3.
- Met2 Routed Length :: 324 um
- The repair_antennas step left the layout with diodes totalling 0.
- Total wire length :: 823 um
- Avg WL per Cell :: 8.07 um
- Once detail routing completed, the nets flagged for antenna violations numbered 0.
- DRC violations left :: 0

** Setup path
- For reference, the most critical setup path is categorized as input pin to output pin.
- Max Fanout on Critical Path :: 2
- CP arrival :: 0.90 ns
- The worst setup path is launched from an input pin.
- The worst setup path is captured at an output pin.
- The required time at the worst endpoint is listed as 0.96 ns.

** Floorplan
- According to the floorplan report, the die width is 80 um.
- FP Core Util :: 7.44%
- Overall die height :: 80 um
- Count of standard-cell rows :: 21
- After floorplanning, the die was sized to cover 6400 sq um.
- Top-level I/O count :: 14
- Per the OpenROAD floorplan log, the area of the core is 3420 sq um.

** Final layout
- The most common logic cell in the final layout is sky130_fd_sc_hd__buf_4.
- The register with the most flip-flops in the layout has 3 of them.
- Most used cells in the layout excluding fill and tap cells :: sky130_fd_sc_hd__buf_4 (11), sky130_fd_sc_hd__buf_2 (6)
- Area growth from synthesis to layout :: 99.0%
- Proportion of layout cells with a drive suffix above 1 :: 48.2%

** Power
- Total power :: 0.122 mW
- The leakage power in the latest report is 0.218 nW.
- The report lists the power per cell area as 241 nW/um^2.
- The highest supply drop recorded on VDD is 0.0474 mV.

** Synth
- The gate-level netlist out of Yosys references 23 unique cell types.
- Netlist Area Pre-Place :: 254 sq um
- Synthesis handed over a netlist of 36 instances.
- Yosys warning tally :: 4
- Per the post-synthesis stats, the area per cell is 7.06 sq um.
- The synth_stat.txt file lists the number of cells as 36.
- The post-synth register bit count is 3.
- In the synthesis report, Yosys lists the chip area as 254 sq um.

** Clock network
- Cts-stage hold buffer count :: 0

** Global routing
- The total overflow left after global routing is 0.
- Entering global routing, the biggest net connects 9 pins.
- Antenna violations before repair :: 0
- The global routing report lists combined usage of all routing layers as 2.36%.
- The number of global-route vias before repair was 283.
- The first global-routing pass estimated 1300 um of wire.

** Min path
- The min-delay analysis places its worst path in the category input pin to output pin.
-- layer usage --
metal	GRT usage (%)	vias to the layer above
met5	0	-
met4	0	0
met3	1.36	0
met2	3.61	12
met1	2.99	130
li1	-	161
-- power by group --
group / switching [mW] / internal [mW] / total (mW)
Sequential: 0.000587 / 0.00545 / 0.00603
Combinational: 0.0511 / 0.0647 / 0.116
Clock: 0 / 0 / 0
-- final cells by class --
cell class                 count  area (sq um)
fill                         395          2910
multi-input combinational     26           208
timing repair buffer          25           188
tap                           46          57.6
sequential                     3          45.0
inverter                       2          7.51
-- stage by stage --
step                cells  setup WS [ns]  hold slack [ns]  utilization, %  instance area, sq um
floorplan              36          0.225            0.605               -                   254
global placement      100         -0.653             1.49            14.0                   478
detailed placement    100         -0.703             1.50            14.0                   478
CTS                   102         0.0224            0.876            14.9                   509
global route          102        0.00427            0.848            14.8                   505
finish                102         0.0570            0.829            14.8                   505
-- path summary, 6_finish.rpt --
path	from	end	slack [ns]	cells past startpoint
max	f1	reg_31_r	0.06	6
min	f2	jmor_mem	0.83	4
-- what timing repair did --
item                                    CTS  global route
endpoints found under the setup margin    4             3
resized                                  37             3
pin swaps                                 3             2
cloned                                    0             0
buffers inserted                          2             0
-- cells in the mapped netlist, drive strengths merged --
library cell	number	share of area [%]
a21boi	1	3.0
inv	2	3.0
o22ai	1	2.5
o21ai	4	7.9
buf	5	15
o221a	1	4.4
nand3	1	2.0
o21a	1	3.0
dlxtn	3	18
conb	1	1.5
nand2b	1	2.5
nor2b	3	7.4
a211oi	2	7.9
a32o	1	3.9
xor2	1	3.4
a21oi	1	2.0
xnor2	1	3.4
nor3	1	2.0
nor2	5	7.4
-- kinds of logic after synthesis --
kind of cell | Yosys count | share of synthesized area, %
latches | 3 | 17.7
other cells | 1 | 1.48
buf+inv | 7 | 18.2
simple gates | 11 | 21.2
xor+xnor | 2 | 6.90
compound gates | 12 | 34.5
-- worst max-delay path: stages --
cell                              delay (ns)
sky130_fd_sc_hd__clkdlybuf4s15_1        0.19
sky130_fd_sc_hd__inv_2                  0.09
sky130_fd_sc_hd__nand3_4                0.08
sky130_fd_sc_hd__buf_6                  0.13
sky130_fd_sc_hd__nor2_4                 0.08
sky130_fd_sc_hd__buf_2                  0.09
No activity file was given, so power comes from the tool's default toggle rates.
