### flow/design.v
module alu32(sum,a,b,zout,gin,nout,overflow); 
output [31:0] sum;
input [31:0] a,b; 
input [2:0] gin; 
reg [31:0] sum;
reg [31:0] less;
output zout, nout, overflow;
reg zout, nout, overflow;
always @(a or b or gin)
begin
	case(gin)
	3'b010: sum=a+b; 		 
	3'b110: sum=a+1+(~b);	 
	3'b111: begin less=a+1+(~b);	 
			if (less[31]) sum=1;	
			else sum=0;
		  end
	3'b000: sum=a & b;	 
	3'b001: sum=a|b;	 
	3'b011: sum=a;		 
	3'b100: sum=b>>>a;	 
	default: sum=31'bx;	
	endcase
zout=~(|sum);
nout=sum[31];
overflow=~(a[31] ^ b[31]) & ~(~(a[31]) ^ sum[31]);	 
end
endmodule
### flow/run.sh
#!/bin/bash
# OpenROAD 26Q1-2900-gdf79404cd8, Yosys 0.63+post, stock flow scripts
make -C /OpenROAD-flow-scripts/flow DESIGN_CONFIG=/design/flow/config.mk WORK_HOME=/design/flow/orfs finish
### flow/config.mk
export PLATFORM = sky130hd
export DESIGN_NAME = alu32
export DESIGN_NICKNAME = alu32
export VERILOG_FILES = /design/flow/design.v
export SDC_FILE = /design/flow/constraint.sdc
export NUM_CORES = 4
export LEC_CHECK = 1
export CORE_UTILIZATION = 30
### flow/constraint.sdc
current_design alu32

set clk_period 29.7
set clk_io_pct 0.2

create_clock -name clk0 -period $clk_period

set non_clock_inputs [all_inputs -no_clocks]
set_input_delay [expr $clk_period * $clk_io_pct] -clock clk0 $non_clock_inputs
set_output_delay [expr $clk_period * $clk_io_pct] -clock clk0 [all_outputs]
==> flow_summary.toml <==
# yosys + openroad results
[final_layout]
num-clock-buffers = 0
flops = 0
final_util_pct = 35.71
regArea_um2 = 0
drive_above_1_share_pct = 8.194
fill_cells = 2643
areaGrowthSynthToFinish_pct = 16.25

[timing]
hold_viol = 0
fmax_ghz = 0.05701
fin_crit_ns = 17.54
fin_ws_ns = 12.16
fin_crit_sh_pct = 59.06
worst_pin_slew_ns = 0.7960
drv_slew = 0
rsz0062_at_grt = "no"
setup_viol = 0
slew_headroom_pct = 46.61
setup-tns-final_ns = 0

[clock_network]
cts_resized = 0
cts_hold_buf = 0
cts_setup_buffers = 0

[critical_path]
cp_slowest_cell = "ha_1"
crit_path_max_incr_delay_ns = 0.79
worstPathRequired_ns = 23.76
critPathMostFrequentCell = "clkdlybuf4s50_1"
cp-start-kind = "primary input"
critPathCaptureType = "output port"
cp_max_fo = 26
cp_top_family = "simple AND/OR/NAND/NOR gates"
path_cells = "clkdlybuf4s50_1 -> buf_4 -> clkinv_1 -> ha_1 -> nand2_1 -> or4_1 -> a21oi_1 -> o21ai_0 -> a31o_2 -> a221oi_1 -> o21ai_1 -> nor4_1 -> and4b_1 -> nand4b_1 -> nor4_2 -> clkdlybuf4s50_1"
cp.arrival_ns = 11.60
worst-path-buf-inv = 4
path_class = "primary input to output port"

[placement]
dp_hpwl_um = 28350
port_buffers = 102
dp_slack_ns = 12.27
place_congestion = 0.9606

[job]
warnings = 95
maxCapViolCount = 0

[global_route]
grt_first_pass_wirelength_um = 53030
grt_overflow_total = 0
gr-usage-all-layers_pct = 27.60
grt_max_degree = 60
first_global_vias = 8458
antenna_found_initial = 0

[yosys]
top_cells_by_count = "107 x nor2_1, 101 x a21oi_1, 98 x inv_1, 98 x nand2_1, 95 x ha_1"
yosys-top-cells-area = "ha_1 16%, mux4_2 9.6%, a21oi_1 6.7%"
synth_chip_area_um2 = 7492
synth_top_area_share_pct = 15.87
synth_warnings = 1
ys_cells = 1088
netlist_area_um2 = 7492
ys_seq_share_pct = 0
synthCells = 1088
postSynthAreaPerCell_um2 = 6.886
most_common_cell = "nor2_1"
ys_types = 86
synth_area_leader_cell = "ha_1"

[floorplan]
fp-utilization_pct = 30.72
rows = 57
die_y_um = 160.0
coreArea_um2 = 24390
die_x_um = 160.0
ios = 102
design.die.area_um2 = 25610

[drt]
n_antenna_cell = 0
dr.pass1.iters = 6
drc = 0
first_iter_violations = 751
wl_per_cell_um = 24.15
routed-via-count = 8900
ant_nets = 0
wirelength_um = 35240
vias_per_cell = 6.100

[power_and_ir_drop]
power_density_nw_per_um2 = 20.08
vdd_drop_max_mv = 0.01515
p_leak_nw = 3.617

[hold_path]
hold_class = "primary input to output port"

[status]
status = "completed"
## cell type report
cell class,count,area [um2],share of cell area [%]
well taps,324,405.4,4.655
repair buffers,124,1166,13.39
multi-input cells,910,6759,77.60
inverters,101,379.1,4.353
## path summary, 6_finish.rpt
path | startpoint | end | slack [ns] | cells past startpoint
hold / removal | gin[0] | sum[16] | 13.07 | 6
setup / recovery | a[3] | zout | 12.16 | 16
## layout by cell type, fill, tap and decap left out, drive strengths merged, types with 8 or more instances in the layout
cell / n
o211ai: 18
ha: 95
o22ai: 8
nor4: 17
nand2: 98
buf: 26
mux2i: 30
a211oi: 34
inv: 99
o221ai: 10
o21ai: 70
nor3: 13
nor2b: 9
clkdlybuf4s50: 98
a21o: 17
o21bai: 13
a211o: 12
xnor2: 16
nand3: 24
mux2: 10
a21oi: 105
mux4: 32
a31oi: 19
and2: 9
nor2: 107
nand2b: 9
## stage by stage
step	area [um2]	total power, W	hold WS [ns]	instances
after global placement	8710	0.0001734	13.08	1459
after CTS	8710	0.0001725	13.09	1459
after floorplan	7492	0.0001054	12.05	1088
final	8710	0.0001749	13.07	1459
after global routing	8710	0.0001885	13.17	1459
after detailed placement	8710	0.0001716	13.08	1459
## cell families after synthesis
kind of cell | count (synthesis) | synth area share, %
adder cells (fa/ha/maj) | 97 | 16.40
AND-OR/OR-AND | 390 | 35.37
XOR/XNOR | 22 | 2.572
AND/OR/NAND/NOR | 329 | 20.74
buffers and inverters | 178 | 9.786
multiplexers | 72 | 15.13
## report_power, final
group / total, W / leakage [nW] / internal, W / switching (W)
Clock: 0 / 0 / 0 / 0
Sequential: 0 / 0 / 0 / 0
Combinational: 0.000175 / 3.62 / 0.0000714 / 0.000103
Total: 0.000175 / 3.62 / 0.0000714 / 0.000103
## layer usage
layer  share of wire [%]  up-vias  GRT usage [%]
li1                    -     4149              -
met1                  41     4222          36.17
met2                  47      450          45.99
met3                 8.3       79          5.029
met4                 3.7        0          8.874
met5                   0        -              0
Power and IR drop assume default switching activity.
